==> flow/design.v <==
`timescale 1ns/1ps
module piso
#(  
    parameter integer DATA_IN_WIDTH  = 64,
    parameter integer DATA_OUT_WIDTH = 16
)(  
    input  wire                         CLK,
    input  wire                         RESET,
    input  wire                         LOAD,
    input  wire                         SHIFT,
    input  wire [DATA_IN_WIDTH -1 : 0]  DATA_IN,
    output wire [DATA_OUT_WIDTH -1 : 0] DATA_OUT
);
    localparam integer NUM_SHIFTS = DATA_IN_WIDTH / DATA_OUT_WIDTH;
    reg [DATA_IN_WIDTH -1 : 0]  serial;
assign DATA_OUT = serial [DATA_OUT_WIDTH-1:0];
always @(posedge CLK)
begin: DATA_SHIFT
    if (RESET)
        serial <= 0;
    else begin
        if (LOAD)
            serial <= DATA_IN;
        else if (SHIFT)
            serial <= serial >> DATA_OUT_WIDTH;
    end
end
endmodule
==> flow/run.sh <==
#!/bin/bash
# OpenROAD 26Q1-2900-gdf79404cd8, Yosys 0.63+post, stock flow scripts
make -C /OpenROAD-flow-scripts/flow DESIGN_CONFIG=/design/flow/config.mk WORK_HOME=/design/flow/orfs finish
==> flow/config.mk <==
export PLATFORM = sky130hd
export DESIGN_NAME = piso
export DESIGN_NICKNAME = piso
export VERILOG_FILES = /design/flow/design.v
export SDC_FILE = /design/flow/constraint.sdc
export NUM_CORES = 4
export LEC_CHECK = 1
export CORE_UTILIZATION = 40
==> flow/constraint.sdc <==
current_design piso

set clk_period 1.3
set clk_io_pct 0.2

create_clock -name clk0 -period $clk_period [get_ports {CLK}]

set non_clock_inputs [all_inputs -no_clocks]
set_input_delay [expr $clk_period * $clk_io_pct] -clock clk0 $non_clock_inputs
set_output_delay [expr $clk_period * $clk_io_pct] -clock clk0 [all_outputs]
==> results.toml <==
# physical design summary
[sta]
hold_ws_ns = 0.307
rsz0062_at_grt = "no"
finalSetupTns_ns = 0
hold_viol = 0
slew_viol_final = 0
finalSetupViolations = 0
clock_skew_ns = 0.00382
period_minus_slack_ns = 1.14
max_slew_margin_pct = 77.0
fmax_ghz = 0.880
period_used_pct = 87.4
worst_pin_slew_ns = 0.344

[floorplanning]
die_x_um = 88.6
dieArea_mm2 = 0.00785
core_area_mm2 = 0.00725
fp_util_pct = 41.3
die_y_um = 88.6
ioPinCount = 84
placementRows = 31

[synthesis]
synth_top_area_share_pct = 42.7
edf_count = 0
yosys_area_mm2 = 0.00300
ys_cells = 301
ys_seq_share_pct = 42.7
synthTopCellsByCount = "dfxtp_1 (64), a211oi_1 (48), mux2i_1 (48), nor2b_1 (48), buf_4 (18)"
topCellsByArea = "dfxtp_1 (43%), mux2i_1 (16%), a211oi_1 (12%), nor2b_1 (10%), or3b_1 (4.7%)"
ys.flops = 64
most_common_cell = "dfxtp_1"
async_flop_share_pct = 0
syn_inst = 301
yosysUniqueCellTypes = 13
top_area_cell = "dfxtp_1"
synth_area_mm2 = 0.00300
flop_cell = "dfxtp_1"
syn_avg_cell_area_um2 = 9.96
ys_warn_count = 1

[clocking]
clk_pin_slew_ns = 0.07
clkLatencyLatePin_ns = 0.33
tritoncts = "yes"
root_buffer = "clkbuf_8"
numClockSinks = 64
clk_path_buf_depth = 2
cts_inserted_buffers = 9
htree_levels = 3

[detailed_routing]
antenna-diode-count = 0
vias_per_cell = 4.82
postRouteAntennaNets = 0
vias = 2301
drt-initial-drc-count = 68
wl_per_cell_um = 13.6
firstDrtPassIters = 4
drc = 0
wl_um = 6500

[worst_setup_path]
endpoint_kind = "output port"
critPathMaxFanout = 2
worstSetupStartpointType = "register"
cpLargestDelayFamily = "flip-flops"
cp.arrival_ns = 0.88
startpoint = "serial[0]"
r2r-start = "serial[55]"
critPathMaxStageDelay_ns = 0.32
critPathRequiredTime_ns = 1.04
path_class = "reg -> out"
cpMaxStageDelayCell = "dfxtp_2"
path_cells = "dlygate4sd2_1"
crit_buf_inv = 1

[cells_and_area]
reg_top3 = "serial: 64 flops"
largest_reg_flops = 64
comb_area_mm2 = 0.00142
drive_gt1_share_pct = 14.8
syn_to_final_growth_pct = 37.1
regMostFlops = "serial"
seq_area_mm2 = 0.00130
n_fill_cell = 644

[grt]
grt_overflow = 0
grt_pass1_wl_um = 10400
grt_max_degree = 29
grt_usage_pct = 17.7
grt_antenna_before_repair = 0
grt_pass1_vias = 2086

[power]
p_leak_nw = 1.67
max-vdd-ir-drop_mv = 0.585
power.density_mw_per_mm2 = 1120

[placement]
port_buffers = 83
dp_hpwl_um = 4360
gp_congestion = 0.747

[flow_run]
cap_violations = 0
warning_count = 25

[min_path]
hp-start = "RESET"
hold_class = "in -> reg"

[status]
status = "complete, no violations"
-- area by class of cell --
class	count	share of cell area, %
Sequential cell	64	31.6
Inverter	1	0.0913
Timing Repair Buffer	105	25.9
Multi-Input combinational cell	192	34.6
Tap cell	99	3.01
Clock buffer	13	3.86
Clock inverter	3	0.974
-- per-layer routing --
| metal | track usage, % | wire [µm] | vias up |
|---|---|---|---|
| met4 | 2.79 | 127 | 0 |
| met5 | 0 | 0 | - |
| met1 | 31.1 | 3540 | 1018 |
| li1 | - | - | 1215 |
| met2 | 23.9 | 2520 | 57 |
| met3 | 2.65 | 309 | 11 |
-- final timing paths --
kind                               endpoint  depth (start not counted)  slack (ns)
worst max-delay path            DATA_OUT[0]                          1        0.16
worst min register to register   serial[42]                          2        0.55
worst min-delay path             serial[51]                          2        0.31
worst max register to register   serial[55]                          2        0.40
-- cell usage in the layout (no fill, tap or decap) --
cell / n
clkdlybuf4s50_1: 64
mux2i_1: 48
nor2b_1: 48
a211oi_1: 48
dfxtp_1: 48
nand2_1: 16
or3b_1: 16
a21oi_1: 16
dlygate4sd2_1: 16
dfxtp_2: 16
buf_4: 15
clkbuf_8: 11
buf_12: 8
clkbuf_1: 2
clkinv_2: 2
buf_2: 2
inv_2: 1
bufinv_16: 1
-- logic make-up after synthesis --
group	after synthesis	share of synthesized area (%)
simple gates	80	16.7
compound gates	64	14.7
flops	64	42.7
mux	48	16.0
buf+inv	45	9.89
-- what timing repair did --
| item | CTS | global route |
|---|---|---|
| setup buffers | 10 | 0 |
| setup endpoints to repair | 16 | 0 |
| gates resized | 32 | 0 |
| hold endpoints to repair | 0 | 0 |
| hold buffers | 0 | 0 |
-- per-stage QoR --
stage | setup slack (ns) | power, mW | util, % | cells | instance area [µm²]
final | 0.164 | 4.60 | 56.7 | 477 | 4110
after global placement | 0.0764 | 2.92 | 52.9 | 451 | 3840
after floorplan | 0.250 | 2.59 | - | 301 | 3000
after detailed placement | 0.0761 | 2.92 | 52.9 | 451 | 3840
after CTS | 0.143 | 4.64 | 56.7 | 477 | 4110
after global routing | 0.116 | 4.81 | 56.7 | 477 | 4110
-- power by group --
group / total [mW] / internal [mW] / switching [mW]
clock: 1.71 / 0.986 / 0.721
sequential: 2.17 / 2.10 / 0.0728
combinational: 0.718 / 0.454 / 0.265
total: 4.60 / 3.54 / 1.06
Power and IR drop assume default switching activity.
