==> /design/flow/design.v <==
`timescale 1ns/1ps
module piso_norm 
#(  
    parameter integer DATA_IN_WIDTH  = 64,
    parameter integer DATA_OUT_WIDTH = 16
)(  
    input  wire                         CLK,
    input  wire                         RESET,
    input  wire                         ENABLE,
    input  wire [DATA_IN_WIDTH -1 : 0]  DATA_IN,
    output wire                         READY,
    output wire [DATA_OUT_WIDTH -1 : 0] DATA_OUT,
    output wire                         OUT_VALID
);
    localparam integer NUM_SHIFTS = DATA_IN_WIDTH / DATA_OUT_WIDTH - 1;
  reg [NUM_SHIFTS -1    : 0]  shift_count;
  reg [DATA_IN_WIDTH -1 : 0]  serial;
  assign OUT_VALID = |shift_count;
  assign READY = !(OUT_VALID);
  assign DATA_OUT = serial [DATA_OUT_WIDTH-1:0];
  always @(posedge CLK)
  begin: SHIFTER_COUNT
    if (RESET)
      shift_count <= 0;
    else
      shift_count <= {shift_count[NUM_SHIFTS-2:0], ENABLE};
  end
always @(posedge CLK)
begin: DATA_SHIFT
    if (RESET)
        serial <= 0;
    else begin
        if (ENABLE)
            serial <= DATA_IN;
        else if (OUT_VALID)
            serial <= {{DATA_OUT_WIDTH{1'b0}}, serial[DATA_IN_WIDTH-1:DATA_OUT_WIDTH]};
    end
end
endmodule
==> /design/flow/run.sh <==
#!/bin/bash
# OpenROAD 26Q1-2900-gdf79404cd8, Yosys 0.63+post, stock flow scripts
make -C /OpenROAD-flow-scripts/flow DESIGN_CONFIG=/design/flow/config.mk WORK_HOME=/design/flow/orfs finish
==> /design/flow/config.mk <==
export PLATFORM = sky130hd
export DESIGN_NAME = piso_norm
export DESIGN_NICKNAME = piso_norm
export VERILOG_FILES = /design/flow/design.v
export SDC_FILE = /design/flow/constraint.sdc
export NUM_CORES = 4
export LEC_CHECK = 1
export CORE_UTILIZATION = 50
==> /design/flow/constraint.sdc <==
current_design piso_norm

set clk_period 3.0
set clk_io_pct 0.2

create_clock -name clk0 -period $clk_period [get_ports {CLK}]

set non_clock_inputs [all_inputs -no_clocks]
set_input_delay [expr $clk_period * $clk_io_pct] -clock clk0 $non_clock_inputs
set_output_delay [expr $clk_period * $clk_io_pct] -clock clk0 [all_outputs]
==> flow_metrics.rpt <==
PHYSICAL IMPLEMENTATION REPORT
----------------------------------------------------
[Drt]
  Number of iterations in the first detailed-routing pass ........................ 4
  Number of diodes ........................ 0
  Remaining antenna violation count ........................ 0
  Drt wl/cell ........................ 12.93 um
  Avg Vias per Cell ........................ 5.037
  DRT Wirelength ........................ 6376 um
  Via count ........................ 2483
  First-iteration detailed-routing DRC count ........................ 96
  Number of DRC violations after detailed routing ........................ 0

[Floorplanning]
  Standard-cell rows ........................ 28
  Initial standard-cell utilization of the core ........................ 53.01%
  Total die size ........................ 0.006713 sq mm
  Die Width ........................ 81.93 um
  Top Ports ........................ 85
  Die y size ........................ 81.93 um
  Core outline area ........................ 0.006026 sq mm

[Worst hold path]
  Worst Hold Launch ........................ serial[51]$_SDFFE_PP0P_
  Tightest Hold Check Type ........................ flop to flop

[Power]
  Power per cell area ........................ 481.7 mW/mm^2
  Static Leak ........................ 1.606 nW
  Peak ir drop on the vdd network ........................ 0.4013 mV

[Synthesis]
  Post-synth regs ........................ 67
  # Cells Yosys ........................ 361
  YS warnings ........................ 1
  Syn Inst Count ........................ 361
  Cell variety after synth ........................ 14
  Seq/Total Area, Yosys ........................ 41.99%
  Chip area from the yosys synthesis statistics ........................ 0.003194 sq mm
  Mapped Avg Cell Area ........................ 8.849 sq um
  Netlist area before placement ........................ 0.003194 sq mm

[GRT]
  Largest net degree at the start of global routing ........................ 59
  Via count of the first global-routing pass ........................ 2230
  Initial antenna violation count ........................ 0
  Global router's overall resource usage ........................ 20.77%
  Total global routing overflow ........................ 0
  Wire length of the first global-routing pass ........................ 10550 um

[Timing]
  Final period demand of the worst path ........................ 2.202 ns
  Achievable Freq ........................ 454.0 MHz
  Count of endpoints failing hold in the final timing report ........................ 0
  Post-route setup TNS ........................ 0 ns
  Slew Viols, Final ........................ 0
  Fraction of the cycle the final worst path needs ........................ 73.42%
  Setup repair after global routing missed its margin ........................ no
  Tightest Pin Transition ........................ 0.6449 ns
  # setup viols final ........................ 0
  Worst Skew ........................ 0.006077 ns
  Post-route worst hold slack ........................ 0.4688 ns
  Slew Limit Headroom ........................ 57.01%
  Worst setup slack after layout ........................ 0.7975 ns

[Clock tree]
  Cell resize tally after clock tree synthesis ........................ 0
  Number of setup buffers added after CTS ........................ 0
  Count of hold-fix buffers inserted at cts ........................ 0
  CTS H-Tree Depth ........................ 3
  CTS root buf ........................ clkbuf_8
  Clock sink total ........................ 67
  Total CTS buffers ........................ 9
  Clock transition at the registers of the reported paths ........................ 0.07 ns
  Clock Latency Late Sink ........................ 0.33 ns
  CTS max path bufs ........................ 2
  Clock tree from TritonCTS ........................ done

[Worst setup path]
  Worst Path Class, Setup ........................ flop to output pin
  Origin of the critical flop-to-flop path ........................ shift_count[0]$_SDFF_PP0_
  Slowest cell delay on critical path ........................ 0.40 ns
  Critical-path cell list ........................ nor3_4 > buf_4 > clkinv_1 > clkdlybuf4s50_1
  Data arrival time at the worst-slack endpoint ........................ 1.60 ns
  Type of element launching the critical path ........................ flop
  Buffers plus inverters on the worst setup path ........................ 3
  Required time reported for the critical path endpoint ........................ 2.40 ns
  CP delay by family, top ........................ buffers and inverters
  Source of the critical timing path ........................ shift_count[1]$_SDFF_PP0_
  Crit path capture type ........................ output pin
  Critical path peak fanout ........................ 17
  Worst-path cell with the longest stage delay ........................ clkdlybuf4s50_1

[Run]
  Max capacitance violation total ........................ 0
  Number of logged tool warnings ........................ 26

[Finish]
  Layout Cell Area excl Fill ........................ 0.004066 sq mm
  Most used cells in the layout excluding fill and tap cells ........................ clkdlybuf4s50_1, dfxtp_1, nand2_1, a21oi_1, inv_1
  Signed area change from the synthesized netlist to the final layout ........................ 27.30%
  Final cell utilization of the core ........................ 67.48%
  Layout cells sized above 1 ........................ 15.07%
  Most common logic cell in the routed design ........................ clkdlybuf4s50_1

[Placement]
  Setup Slack @ Placement ........................ 1.142 ns
  Cell area after placement ........................ 0.003906 sq mm
  Sum of net half-perimeters after detailed placement ........................ 3935 um
  Count of input and output buffers ........................ 84
  Weighted congestion at the end of routability-driven global placement ........................ 0.7411

[Status]
  Status ........................ completed

----------------------------------------------------
worst register-to-register path: cells and delay by family (launching register included):
family | cells | cell delay (ns)
simple gates | 2 | 0.26
compound gates | 1 | 0.25
flops | 1 | 0.38
buf+inv | 3 | 0.68
report_power, final:
group	switching [W]	internal, W
Sequential	0.0000303	0.000951
Combinational	0.000163	0.000188
Clock	0.000312	0.000314
Total	0.000506	0.00145
kinds of logic (layout without fill, tap and decap cells):
kind of cell	count (synthesis)	in the layout	synth area share, %
buffers and inverters	98	155	14.81
AOI/OAI and AO/OA	112	112	31.02
DFF	67	67	41.99
and+or+nand+nor	84	84	12.18
Yosys cell counts:
| cell type | n | area [sq um] |
|---|---|---|
| dfxtp_1 | 67 | 1341 |
| a221oi_1 | 8 | 70.07 |
| clkbuf_1 | 17 | 63.81 |
| buf_6 | 4 | 45.04 |
| a221oi_2 | 40 | 600.6 |
| buf_2 | 9 | 45.04 |
| nor3_2 | 1 | 10.01 |
| nand3b_1 | 16 | 120.1 |
| inv_1 | 49 | 183.9 |
| a21oi_1 | 64 | 320.3 |
| buf_4 | 17 | 127.6 |
| nand2_1 | 64 | 240.2 |
| nor2b_1 | 3 | 18.77 |
| buf_1 | 2 | 7.510 |
routing by layer:
| metal | vias to the layer above | track usage (%) | share of wire, % |
|---|---|---|---|
| met5 | - | 0 | 0 |
| met4 | 0 | 1.579 | 0.77 |
| met3 | 5 | 4.397 | 5.6 |
| met2 | 65 | 29.17 | 41 |
| met1 | 1087 | 34.92 | 53 |
| li1 | 1326 | - | - |
per-stage QoR:
stage	cells	power, W
6_report	493	0.001959
5_1_grt	493	0.002066
4_1_cts	493	0.001984
3_5_place_dp	478	0.001353
3_3_place_gp	478	0.001350
2_1_floorplan	361	0.001222
area by class of cell:
cell class | instances | area (sq um)
multi-input cells | 196 | 1386
fillers | 501 | 1959
flip-flops and latches | 67 | 1341
clock buffers | 12 | 145.1
repair buffers | 91 | 900.9
clock inverters | 3 | 15.01
well taps | 75 | 93.84
inverters | 49 | 183.9
worst paths after layout:
check | to | slack, ns | depth (start not counted)
min | serial[35]$_SDFFE_PP0P_ | 0.47 | 2
max reg2reg | serial[1]$_SDFFE_PP0P_ | 1.33 | 6
max | OUT_VALID | 0.80 | 4
min reg2reg | serial[35]$_SDFFE_PP0P_ | 0.47 | 2
sequential cells by signal (all words and copies together) (netlist names):
name         flops
serial          64
shift_count      3
No activity file was given, so power comes from the tool's default toggle rates.
